[run.sh]
#!/bin/bash
# OpenROAD 26Q1-2900-gdf79404cd8, Yosys 0.63+post, stock flow scripts
make -C /OpenROAD-flow-scripts/flow DESIGN_CONFIG=/design/flow/config.mk WORK_HOME=/design/flow/orfs finish
[config.mk]
export PLATFORM = sky130hd
export DESIGN_NAME = timer
export DESIGN_NICKNAME = timer
export VERILOG_FILES = /design/flow/design.v
export SDC_FILE = /design/flow/constraint.sdc
export NUM_CORES = 4
export LEC_CHECK = 1
export CORE_UTILIZATION = 50
[constraint.sdc]
current_design timer

set clk_period 6.3
set clk_io_pct 0.2

create_clock -name clk0 -period $clk_period [get_ports {CLK}]

set non_clock_inputs [all_inputs -no_clocks]
set_input_delay [expr $clk_period * $clk_io_pct] -clock clk0 $non_clock_inputs
set_output_delay [expr $clk_period * $clk_io_pct] -clock clk0 [all_outputs]
[design.v]
`timescale 1ns / 1ps
module alarm(
    input CLK,
    input enable,
    output reg BUZZER
    );
reg [25:0] count;
always @ (posedge CLK)
begin
	count <= count + 1;
	if ((count == 26'd11999) & enable)
	begin
		BUZZER <= ~ BUZZER;
		count <= 0;
	end
end	
endmodule
`timescale 1ns / 1ps
module debouncer(
    input CLK,
    input switch_input,
    output reg state,
    output trans_up,
    output trans_dn
    );
reg sync_0, sync_1;
always @ (posedge CLK)
begin
	sync_0 = switch_input;
end
always @ (posedge CLK)
begin
	sync_1 = sync_0;
end
reg [16:0] count;
wire idle = (state == sync_1);
wire finished = &count;
always @ (posedge CLK)
begin
	if(idle)
	begin
		count <= 0;
	end
	else
	begin
		count <= count + 16'd1;
		if(finished)
		begin
			state <= ~state;
		end
	end
end
assign trans_dn = ~idle & finished & ~state;
assign trans_up = ~idle & finished & state;
endmodule
`timescale 1ns / 1ps
module decoder(
    input CLK,
    input [3:0] D,
    output reg [7:0] SEG
    );
always @ (posedge CLK)
begin
	case (D)
		8'd0: SEG <= 8'b00000011;
		8'd1: SEG <= 8'b10011111;
		8'd2: SEG <= 8'b00100101;
		8'd3: SEG <= 8'b00001101;
		8'd4: SEG <= 8'b10011001;
		8'd5: SEG <= 8'b01001001;
		8'd6: SEG <= 8'b01000001;
		8'd7: SEG <= 8'b00011111;
		8'd8: SEG <= 8'b00000001;
		8'd9: SEG <= 8'b00001001;
		default: SEG <= 8'b11111111;
	endcase
end
endmodule
`timescale 1ns / 1ps
module display(
    input CLK,
    input [3:0] units, tens, hundreds,
    output [7:0] SEG,
    output reg [2:0] DIGIT
    );
reg [3:0] digit_data;
reg [1:0] digit_posn;
reg [23:0] prescaler;
decoder decoder(.CLK(CLK), .D(digit_data), .SEG(SEG));
always @ (posedge CLK)
begin
	prescaler <= prescaler + 24'd1;
	if(prescaler == 24'd50000)
	begin
		prescaler <= 24'd0;
		digit_posn <= digit_posn + 2'd1;
		if(digit_posn == 2'd0)
		begin
			digit_data <= units;
			DIGIT <= 3'b110;
		end
		if(digit_posn == 2'd1)
		begin
			digit_data <= tens;
			DIGIT <= 3'b101;
		end
		if(digit_posn == 2'd2)
		begin
			digit_data <= hundreds;
			DIGIT <= 3'b011;
			digit_posn <= 2'd0;
		end
	end
end
endmodule
`timescale 1ns / 1ps
module timer(
    input CLK,
    input switch_up,
    input switch_dn,
    input switch_cancel,
    input switch_start_stop,
    output [7:0] SEG,
    output [3:0] DIGIT,
    output BUZZER
    );
wire s_up, s_dn, s_cancel, s_start_stop;
debouncer d1(.CLK(CLK), .switch_input(switch_up), .trans_up(s_up));
debouncer d2(.CLK(CLK), .switch_input(switch_dn), .trans_up(s_dn));
debouncer d3(.CLK(CLK), .switch_input(switch_cancel), .trans_up(s_cancel));
debouncer d4(.CLK(CLK), .switch_input(switch_start_stop), .trans_up(s_start_stop));
reg alarm_on = 0;
alarm a(.CLK(CLK), .BUZZER(BUZZER), .enable(alarm_on));
reg [3:0] secs = 0;
reg [3:0] ten_secs = 0;
reg [3:0] mins = 1;
reg [3:0] mins_stored;
reg [25:0] prescaler = 0;
display d(.CLK(CLK), .units(secs), .tens(ten_secs), .hundreds(mins), .SEG(SEG), .DIGIT(DIGIT));
localparam SETTING = 0, RUNNING = 1, BEEPING = 2;
reg [1:0] state = SETTING;
always @ (posedge CLK)
begin 
	case (state)
		SETTING : 
		begin
			handle_settings();
			if(s_start_stop)
			begin
				mins_stored <= mins;
				state <= RUNNING;
			end
		end
		RUNNING : 
		begin
			decrement_time();
			if (s_start_stop)
			begin
				state <= SETTING;
			end
			if (s_cancel)
			begin
				reset_time();
				state <= SETTING;
			end
			if ((secs == 0) & (ten_secs == 0) & (mins == 0))
			begin
				alarm_on <= 1;
				state <= BEEPING;
			end
		end
		BEEPING : 
		begin
			if (s_cancel)
			begin
				alarm_on <= 0;
				state <= SETTING;
				reset_time();
			end
		end
	endcase
end
task handle_settings;
begin
	if (s_up)
	begin
		mins <= mins + 1;
		if (mins == 9)
		begin
			mins <= 1;
		end
	end
	if (s_dn)
	begin
		mins <= mins - 1;
		if (mins == 1)
		begin
			mins <= 9;
		end
	end
end
endtask
task decrement_time;
begin
	prescaler <= prescaler + 1;
	if (prescaler == 26'd11999999)
	begin
		prescaler <= 0;
		secs <= secs - 1;
		if (secs < 1)
		begin
			secs <= 9;
			ten_secs <= ten_secs - 1;
			if (ten_secs < 1)
			begin
				ten_secs <= 5;
				mins <= mins - 1;
			end
		end
	end
end
endtask
task reset_time;
begin
	secs <= 0;
	ten_secs <= 0;
	mins <= mins_stored;
end
endtask
endmodule
==> flow_summary_export.csv <==
group,metric,value,unit
yosys,syn_area_per_cell,9.74,sq um
power_and_ir_drop,power.density,238,nW/um^2
worst_hold_path,worst_hold_path.endpoint,"d4.sync_1$_DFF_P_",
finish,post_route_cells_drive_above_1_share,5.75,%
yosys,synthArstFlopShare,0,%
final_timing,fin_hold_ws,0.329,ns
power_and_ir_drop,vdd_ir_drop_max,0.196,mV
final_timing,fin_skew,0.00673,ns
yosys,share_of_synthesized_area_spent_on_multiplexers,1.40,%
critical_path,path_common_cell,"sky130_fd_sc_hd__ha_1",
yosys,synth.yosys.num_cells,916,
detailed_routing,num_vias,6207,
critical_path,reg2reg_setup_slack,3.22,ns
final_timing,max_freq,325,MHz
die,die_w,136,um
placement,gp_congestion,0.829,
detailed_routing,detail_route.antenna_diodes,0,
detailed_routing,first_pass_iters,5,
placement,number_of_instances_in_the_placed_design,1134,
finish,layout.cells.non_filler,1164,
critical_path,regToRegStartpoint,"d3.count[0]$_SDFF_PP0_",
power_and_ir_drop,report.power.total,2.34,mW
placement,place_hpwl,10000,um
global_route,grt_max_degree,27,
yosys,post_synthesis_compound_gate_area_fraction,6.30,%
yosys,netlist.top_cell.by_area,"sky130_fd_sc_hd__dfxtp_1",
critical_path,timing.critical_path.to_type,"flip-flop",
die,io-pin-count,18,
die,chipArea,18400,sq um
worst_hold_path,hold_class,"flip-flop to flip-flop",
die,placementRows,48,
finish,area_delta_synth_final,10.4,%
final_timing,finalWorstSetupSlack,3.22,ns
critical_path,critPathRequiredTime,6.37,ns
outcome,status,"complete, no violations",
die,floorplan.core_util,51.4,%
final_timing,tns,0,ns
clocking,ctsRootBufferMaster,"sky130_fd_sc_hd__clkbuf_16",
critical_path,worst_setup_path_start_kind,"flip-flop",
critical_path,r2r_end,"state[0]$_DFFE_PP_",
final_timing,timing.final.hold_violations,0,
global_route,globalRouteTotalUtil,17.9,%
yosys,synthesis.area,8920,sq um
yosys,synth-adder-area-share,4.35,%
yosys,ys_warn_count,6,
placement,detailed_place.area,9270,sq um
critical_path,worst-setup-path-type,"flip-flop to flip-flop",
placement,numPortBuffers,15,
final_timing,finalCriticalPeriod,3.08,ns
critical_path,crit_arrival,3.15,ns
yosys,synth.most_common_cell,"sky130_fd_sc_hd__dfxtp_1",
final_timing,max_slew_margin,45.0,%
detailed_routing,detail_route.wirelength,14600,um
clocking,worst_skew_pair.late_latency,0.41,ns
detailed_routing,wire_per_inst,12.5,um
finish,nFillCells,1406,
finish,postLayoutCellArea,9850,sq um
clocking,htree_levels,4,
run,log.warning_count,39,
worst_hold_path,hold_path.startpoint,"d4.sync_0$_DFF_P_",
yosys,top_cell_area_share,29.9,%
yosys,synthesis.instances,916,
final_timing,setup_repair_after_global_routing_missed_its_margin,"no",
run,drv_cap,0,
critical_path,crit_path_max_incr_delay,0.49,ns
clocking,cts-resized-gates,0,
power_and_ir_drop,power.static_leakage,3.60,nW
yosys,yosysSeqAreaShare,49.7,%
critical_path,timing.critical_path.slowest_stage_cell,"sky130_fd_sc_hd__nor4b_1",
final_timing,worst_pin_slew,0.818,ns
critical_path,r2r_cells,9,
clocking,post_cts_buffers,0,
final_timing,final_min_period_over_clock_period,48.9,%
yosys,ys_sh_simple,24.6,%
global_route,grt_first_pass_wirelength,25800,um
detailed_routing,drc,0,
yosys,biggest_area_cells,"sky130_fd_sc_hd__dfxtp_1 30%, sky130_fd_sc_hd__edfxtp_1 20%, sky130_fd_sc_hd__xnor2_1 5.5%",
global_route,grt_antenna_before_repair,0,
final_timing,setup_viol,0,
placement,post-place-ws,3.23,ns
clocking,clock_path_buffers,2,
global_route,gr-total-overflow,0,
clocking,numCtsBuffers,17,
yosys,count_of_cell_types_in_the_netlist,60,
die,die_height,136,um
yosys,ys_flops,192,
clocking,cts.sinks,192,
yosys,ys.flop_type,"sky130_fd_sc_hd__dfxtp_1",
detailed_routing,vias_per_cell,5.33,
detailed_routing,drt_iter0_markers,257,
detailed_routing,antenna_violating_nets_post_route,0,
die,core_area,17400,sq um
yosys,netlist_top_cells_count,"133 x sky130_fd_sc_hd__dfxtp_1, 100 x sky130_fd_sc_hd__nor2_1, 61 x sky130_fd_sc_hd__nand3_1",
clocking,clock_tree_from_tritoncts,"yes",
clocking,clock_transition_at_the_registers_of_the_reported_paths,0.07,ns
yosys,yosys-stat-area,8920,sq um
worst_hold_path,whs_path_depth,0,
critical_path,worst-path-max-fanout,10,
clocking,hold_buffers,0,
critical_path,worstPathCellList,"ha_1, nand4_1, nor4b_1, and3_1, ha_1, nand3b_1, nand2_1, o21bai_1, a221oi_1",
global_route,vias_in_the_first_global_route,5775,
final_timing,max_slew_violation_count,0,
yosys,ys_sh_xor,10.5,%
yosys,count_of_library_flops_with_an_enable_pin,59,
yosys,ys_top_logic_family,"simple AND/OR/NAND/NOR gates",
finish,final_core_utilization,56.7,%
## placed cells by master (no fill, tap or decap), types with 3 or more instances in the layout
| cell type | netlist | final |
|---|---|---|
| sky130_fd_sc_hd__nand2b_1 | 5 | 5 |
| sky130_fd_sc_hd__clkdlybuf4s50_1 | 0 | 15 |
| sky130_fd_sc_hd__and3_1 | 25 | 25 |
| sky130_fd_sc_hd__nor2b_1 | 13 | 13 |
| sky130_fd_sc_hd__o21a_1 | 5 | 5 |
| sky130_fd_sc_hd__a21oi_1 | 35 | 35 |
| sky130_fd_sc_hd__nand4_1 | 26 | 26 |
| sky130_fd_sc_hd__nand2_1 | 58 | 58 |
| sky130_fd_sc_hd__nor2_1 | 100 | 100 |
| sky130_fd_sc_hd__or3_1 | 15 | 15 |
| sky130_fd_sc_hd__o31ai_1 | 6 | 6 |
| sky130_fd_sc_hd__or3b_2 | 3 | 3 |
| sky130_fd_sc_hd__clkinv_2 | 0 | 3 |
| sky130_fd_sc_hd__inv_1 | 41 | 41 |
| sky130_fd_sc_hd__nor3_1 | 33 | 33 |
| sky130_fd_sc_hd__ha_1 | 31 | 31 |
| sky130_fd_sc_hd__or4_1 | 8 | 8 |
| sky130_fd_sc_hd__mux2_2 | 4 | 4 |
| sky130_fd_sc_hd__mux2i_1 | 8 | 8 |
| sky130_fd_sc_hd__dfxtp_1 | 133 | 133 |
| sky130_fd_sc_hd__nand3_1 | 61 | 61 |
| sky130_fd_sc_hd__xor2_1 | 51 | 51 |
| sky130_fd_sc_hd__and4_1 | 13 | 13 |
| sky130_fd_sc_hd__nor4_1 | 18 | 18 |
| sky130_fd_sc_hd__o211ai_1 | 3 | 3 |
| sky130_fd_sc_hd__xnor2_1 | 56 | 56 |
| sky130_fd_sc_hd__o21ai_0 | 27 | 27 |
| sky130_fd_sc_hd__and2_1 | 9 | 9 |
| sky130_fd_sc_hd__a31oi_1 | 3 | 3 |
| sky130_fd_sc_hd__clkbuf_16 | 0 | 21 |
| sky130_fd_sc_hd__buf_4 | 2 | 5 |
| sky130_fd_sc_hd__nor4b_1 | 4 | 4 |
| sky130_fd_sc_hd__edfxtp_1 | 59 | 59 |
## worst max-delay path: cells and delay by family (launching register included)
kind                       cells  cell delay (ns)
AOI/OAI and AO/OA              2             0.50
adders and majority gates      2             0.40
and+or+nand+nor                5             1.47
DFF                            1             0.37
## layout make-up
type / instances / area (sq um) / share of cell area, %
sequential: 192 / 4430 / 45.0
clock inverter: 7 / 43.8 / 0.445
timing repair buffer: 20 / 188 / 1.91
inverter: 41 / 154 / 1.56
multi-input combinational: 656 / 4210 / 42.8
clock buffer: 23 / 533 / 5.41
tap: 225 / 282 / 2.86
## registers in the layout (all words and copies together), names as in the netlist, 2 cells and up
signal         count
d.DIGIT            3
d4.count          17
a.count           26
d.decoder.SEG      7
mins_stored        4
state              2
ten_secs           4
prescaler         26
d.prescaler       24
d.digit_posn       2
d3.count          17
d.digit_data       4
mins               4
d2.count          17
secs               4
d1.count          17
## where the power goes
group	switching (mW)	internal, mW	total [mW]
Sequential	0.00810	1.27	1.28
Clock	0.437	0.596	1.03
Combinational	0.0141	0.0118	0.0258
## metal layers
metal,routed length [um],GRT usage (%),up-vias
met4,208,2.81,0
met3,620,5.04,16
met5,0,0,-
li1,-,-,3264
met1,7400,28.2,2830
met2,6350,26.2,97
## worst max-delay path by stage
stage	slack, ns	startpoint	endpoint	cells after the start
5_1_grt	2.98	d3.count[0]$_SDFF_PP0_	state[0]$_DFFE_PP_	9
6_report	3.22	d3.count[0]$_SDFF_PP0_	state[0]$_DFFE_PP_	9
4_1_cts	3.21	d3.count[0]$_SDFF_PP0_	state[0]$_DFFE_PP_	9
## cells by family (layout without fill, tap and decap cells)
logic type                 after synthesis  count (layout)
and+or+nand+nor                        411             411
DFF                                    192             192
xor gates and xnor gates               107             107
AOI/OAI and AO/OA                       93              93
buffers and inverters                   68              91
adders and majority gates               31              31
muxes                                   12              12
other                                    2               2
Power and IR drop assume default switching activity.
